--- flow/config.mk ---
export PLATFORM = sky130hd
export DESIGN_NAME = computational_storage
export DESIGN_NICKNAME = computational_storage
export VERILOG_FILES = /design/flow/design.v
export SDC_FILE = /design/flow/constraint.sdc
export NUM_CORES = 4
export LEC_CHECK = 1
export CORE_UTILIZATION = 40
--- flow/constraint.sdc ---
current_design computational_storage

set clk_period 38.6
set clk_io_pct 0.2

create_clock -name clk0 -period $clk_period [get_ports {clk}]

set non_clock_inputs [all_inputs -no_clocks]
set_input_delay [expr $clk_period * $clk_io_pct] -clock clk0 $non_clock_inputs
set_output_delay [expr $clk_period * $clk_io_pct] -clock clk0 [all_outputs]
--- flow/design.v ---
module computational_storage(
    input logic clk,
    input logic reset,
    input logic [7:0] addA,      
    input logic [7:0] addB,      
    input logic [7:0] addC,      
    inout logic [15:0] DQ,       
    input logic [1:0] cmd        
);
	localparam RD_MEM_CMD = 2'b00 , WR_MEM_CMD = 2'b01 , ADD_CMD = 2'b10 , SUB_CMD = 2'b11;
    logic [15:0] memory [255:0];  
    assign DQ    = (cmd == RD_MEM_CMD) ?  memory[addA]     : 16'bz;  
    always_ff @(posedge clk or negedge reset) begin
        if (!reset) begin
            integer i;
            for (i = 0; i < 256; i++) begin
                memory[i] <= 16'd0;
            end
        end
        else begin
            case (cmd)
                WR_MEM_CMD: begin
                    memory[addC] <= DQ;
                end
                ADD_CMD: begin
                    memory[addC] <= memory[addA] + memory[addB];
                end
                SUB_CMD: begin
                    memory[addC] <= memory[addA] - memory[addB];
                end
                default: begin
                    memory[addC] <= memory[addC];
                end
            endcase
        end
    end
endmodule
--- flow/run.sh ---
#!/bin/bash
# OpenROAD 26Q1-2900-gdf79404cd8, Yosys 0.63+post, stock flow scripts
make -C /OpenROAD-flow-scripts/flow DESIGN_CONFIG=/design/flow/config.mk WORK_HOME=/design/flow/orfs finish
==> results_slide.txt <==
Run Summary

Yosys
  • Synth Seq Share: 44.84%
  • Synth cell count leaders: a22oi_1 (4,479), dfrtp_1 (4,096), nand2_1 (3,307)
  • Yosys warning total: 3
  • Synth async-reset ratio: 100.0%
  • Synth Instances: 26,660
  • Yosys cell types: 110
  • Yosys stat cell total: 26,660
  • Syn Area/Cell: 8.576 sq um
  • Mapped Area: 228,600 sq um
  • Top area cell types: dfrtp_1 (45%), a22oi_1 (15%), nand2_1 (5.4%)
  • Synth top area share: 44.84%
  • Registers, synthesis: 4,096
  • Cell taking the most area after synthesis: dfrtp_1
  • Yosys chip area: 228,600 sq um
  • EDFF count, synth: 0
  • Ys flop type: dfrtp_1
  • Most common cell in the netlist: a22oi_1

Clock tree
  • Cts repair resizes: 0
  • Clock buffer depth: 4
  • Cts-stage hold buffer count: 0
  • Root Driver: clkbuf_16
  • Post-CTS Repair Setup Buffers: 0
  • CTS H-tree lvls: 5
  • CTS Sinks: 4,096
  • CTS buffer count: 432

Die
  • Fp util: 40.17%
  • Rows: 277
  • Die Span X: 758.0 um
  • Height of the die: 758.0 um
  • I/O Pins: 44

Run status
  • Stop stage: 4_1_cts
  • Status: stopped before the end
  • Error: [error] [KeplerFormal.cpp:679] Workflow failed: Iso has multiple drivers: .DQ10, place3568.X0

Place
  • HPWL after detailed placement: 2,207,000 um
  • Final GP Congestion: 2.296
  • # port buffers: 27
  • Pre-CTS WS: 17.05 ns
[per-stage QoR]
stage	hold slack (ns)	cells	util, %	cell area [sq um]
3_3_place_gp	0.5101	34140	44.58	253700
3_5_place_dp	0.5219	34140	44.58	253700
2_1_floorplan	0.4851	26660	-	228600
[cell families after synthesis]
kind of cell / after synthesis / synth area share, %
xor+xnor: 29 / 0.1111
simple gates: 8909 / 17.41
flops: 4096 / 44.84
buf+inv: 2670 / 4.887
fa+ha+maj: 18 / 0.1007
mux: 212 / 0.9973
compound gates: 10720 / 31.65
